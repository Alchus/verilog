$ cat flow/run.sh
#!/bin/bash
# OpenROAD 26Q1-2900-gdf79404cd8, Yosys 0.63+post, stock flow scripts
make -C /OpenROAD-flow-scripts/flow DESIGN_CONFIG=/design/flow/config.mk WORK_HOME=/design/flow/orfs finish
$ cat flow/design.v
module Registers (input [4:0] ReadReg1,
				  input [4:0] ReadReg2,
				  input [4:0] writeReg,
				  input clock,
				  input [31:0] writeData, 
				  output reg [31:0] out1, 
				  output reg [31:0] out2,
				  input write);
	reg [31:0] registers[0:31];
	initial
		begin
			registers[0] = 0;
		end
	always@ (ReadReg1 or clock)
		begin
			out1 = registers[ReadReg1];
		end
	always@ (ReadReg2 or clock)
		begin
			out2 = registers[ReadReg2];
		end
	always @(negedge clock) 
		begin
			if (write && writeReg) 
				begin
					registers[writeReg] <= writeData;
				end
		end
endmodule
$ cat flow/constraint.sdc
current_design Registers

set clk_period 8.0
set clk_io_pct 0.2

create_clock -name clk0 -period $clk_period [get_ports {clock}]

set non_clock_inputs [all_inputs -no_clocks]
set_input_delay [expr $clk_period * $clk_io_pct] -clock clk0 $non_clock_inputs
set_output_delay [expr $clk_period * $clk_io_pct] -clock clk0 [all_outputs]
$ cat flow/config.mk
export PLATFORM = sky130hd
export DESIGN_NAME = Registers
export DESIGN_NICKNAME = Registers
export VERILOG_FILES = /design/flow/design.v
export SDC_FILE = /design/flow/constraint.sdc
export NUM_CORES = 4
export LEC_CHECK = 1
export CORE_UTILIZATION = 50
==> results.py <==
# Generated from Yosys and OpenROAD reports
metrics = {
    "worst_setup_path": {
        "timing.critical_path.slowest_cell_delay_ns": 0.48,
        "category_of_cells_accounting_for_the_largest_share_of_critical_path_delay": "simple AND/OR/NAND/NOR gates",
        "worstPathCellList": "mux2i_1 > a22o_1 > nor3_2 > a31oi_2 > nand3_1 > clkdlybuf4s50_1",
        "timing.critical_path.from_type": "flop",
        "setup.worst_path.class": "flop to primary output",
        "worstPathRequired_ns": 6.40,
        "critPathMaxFanout": 2,
        "cp.arrival_ns": 6.45,
        "critical_path_top_delay_cell": "clkdlybuf4s50_1",
        "cp_num_buf_inv": 1,
        "crit_path_end_kind": "primary output",
    },
    "die": {
        "cell_rows": 114,
        "floorplanUtilization_pct": 50.42,
        "chip_area_mm2": 0.09878,
        "pin_count": 113,
        "die_h_um": 314.3,
        "placeableCoreArea_mm2": 0.09671,
        "die_x_um": 314.3,
    },
    "logic_synthesis": {
        "synth_stat.cells": 3387,
        "yosys_cell_types": 25,
        "synth-warning-count": 1,
        "synth-async-reset-ratio_pct": 0,
        "ys_area_mm2": 0.04876,
        "post_syn_instances": 3387,
        "post_synth_and_or_nand_nor_area_fraction_pct": 4.708,
        "top_logic_kind": "multiplexers",
        "synth_area_mm2": 0.04876,
        "xor_share_pct": 0,
        "number_of_synthesized_flops_with_an_enable_pin": 1024,
        "synth_adder_area_share_pct": 0,
        "share_of_synthesized_area_spent_on_multiplexers_pct": 21.02,
        "average_cell_area_after_synthesis_um2": 14.40,
        "ao_oa_area_share_pct": 8.047,
        "synthFlopType": "edfxtp_1",
        "synth.yosys.seq_area_share_pct": 63.06,
        "synth_flops": 1024,
    },
    "clock_tree": {
        "tritoncts_clock_tree": "built",
        "cts.reportedPaths.clkPinSlew_ns": 0.03,
        "clk_path_buf_depth": 3,
        "cts-buffers-inserted": 114,
        "tritoncts_num_sinks": 1024,
        "htree_levels": 3,
        "root_buffer": "clkbuf_16",
    },
    "run": {
        "log.warning_count": 1030,
        "drv_cap": 0,
    },
    "status": {
        "violations_in_the_final_reports": "setup timing",
        "status": "complete, but fails checks",
    },
    "finish": {
        "lay_top_cells": "inv_1 (1,045), mux2i_1 (1,024), edfxtp_1 (1,024)",
        "area.sequential_mm2": 0.03075,
        "post-route-cell-area_mm2": 0.06126,
        "syn2layout_area_growth_pct": 25.62,
        "largest-register": "registers",
        "reg_top3": "registers x1024",
        "final_common_cell": "inv_1",
        "final_core_utilization_pct": 63.34,
        "max_ffs_per_register": 1024,
        "area.combinational_mm2": 0.01788,
        "fill_cells": 6823,
        "fraction_of_final_layout_cells_sized_beyond_drive_strength_1_pct": 11.58,
    },
    "drt": {
        "antenna_violating_nets_post_route": 0,
        "total_via_count_after_detailed_routing": 34753,
        "routedWlPerCell_um": 25.61,
        "first_pass_iters": 7,
        "remaining_design_rule_violation_count": 0,
        "wl_um": 153100,
        "drt_initial_violations": 2171,
        "route.detailed.vias_per_inst": 5.813,
    },
    "global_route": {
        "grt_first_pass_wirelength_um": 224300,
        "grt_pass1_vias": 38303,
        "antenna_found_initial": 3,
        "grt_remaining_overflow": 0,
        "gr-usage-all-layers_pct": 34.29,
        "grt_max_degree": 85,
    },
    "power_and_ir_drop": {
        "p_per_area_mw_per_mm2": 243.6,
        "ir_drop_uv": 168.2,
        "p_leak_nw": 27.01,
    },
    "final_timing": {
        "setup_total_negative_slack_ns": -0.05708,
        "slew-limit-headroom_pct": 36.46,
        "worst_slack_ns": -0.05349,
        "timing.final.setup_violations": 2,
        "final_max_slew_viol_count": 0,
        "hold_viol": 0,
        "rsz0062_at_grt": "true",
        "worst_pin_slew_ns": 0.9531,
    },
    "place": {
        "detailed_place.area_mm2": 0.05220,
        "routabilityCongestion": 0.9460,
        "buffer_ports.inserted": 112,
        "hpwlAfterDp_um": 88860,
    },
    "min_path": {
        "hold_path_depth": 6,
        "hold_path_end": "out2[13]",
        "holdCritPathClass": "primary input to primary output",
        "timing.hold.worst.start": "ReadReg2[1]",
    },
}
-- power breakdown --
group          internal [mW]  leakage (nW)  switching, mW
logic                  0.450          10.3          0.762
clock network           4.26          7.50           3.38
registers               6.03          9.25         0.0322
-- how the worst max path moves through the flow --
stage,start,endpoint,slack [ns],depth (start not counted)
global route,registers[2][5],out2[5],-0.09,6
finish,registers[2][5],out2[5],-0.05,6
CTS,registers[0][3],out2[3],-0.1,7
-- cells by family after synthesis --
| kind of cell | count (synthesis) |
|---|---|
| compound gates | 576 |
| flops | 1024 |
| mux | 1024 |
| simple gates | 508 |
| buf+inv | 254 |
| other cells | 1 |
-- routing by layer --
metal / track usage [%] / share of wire, % / vias up
met4: 14.76 / 3.6 / 6
li1: - / - / 15834
met5: 3.385 / 0.12 / -
met2: 45.60 / 45 / 2059
met1: 42.37 / 35 / 16527
met3: 26.69 / 17 / 327
-- cell usage after synthesis, types with 5 or more instances --
master	count	area (µm²)
a21oi_1	192	960.9
a22o_1	128	1121
a22oi_1	192	1441
a31oi_1	64	400.4
buf_1	10	37.54
buf_2	79	395.4
buf_4	52	390.4
buf_6	37	416.7
clkbuf_1	71	266.5
edfxtp_1	1024	30750
mux2i_1	1024	10250
nand2_1	195	732.0
nand3_1	194	970.9
nand3b_1	5	37.54
nor2_1	34	127.6
nor3_1	64	320.3
-- timing repair --
action,4_1_cts,5_1_grt
setup endpoints to repair,58,43
resized,144,73
pin swaps,25,48
hold buffers,0,0
gates cloned,0,0
buffers inserted,0,5
-- cell type report --
class / instances / area share [%]
Multi-Input combinational cell: 2140 / 29.19
Antenna cell: 7 / 0.02860
Clock buffer: 119 / 4.861
Timing Repair Buffer: 296 / 4.935
Clock inverter: 1117 / 8.179
Tap cell: 1276 / 2.606
Sequential cell: 1024 / 50.20
-- stage by stage --
step	power (mW)	setup slack [ns]	std cells	hold slack [ns]
after floorplan	7.504	-0.01989	3418	3.461
after global placement	8.018	0.2759	4734	4.435
after detailed placement	8.032	0.2447	4734	4.409
after CTS	15.11	-0.09634	5969	4.211
after global routing	15.82	-0.08913	5978	4.135
final	14.92	-0.05349	5979	4.022
No activity file was given, so power comes from the tool's default toggle rates.
